File: flow/config.mk
export PLATFORM = sky130hd
export DESIGN_NAME = mem_block
export DESIGN_NICKNAME = mem_block
export VERILOG_FILES = /design/flow/design.v
export SDC_FILE = /design/flow/constraint.sdc
export NUM_CORES = 4
export LEC_CHECK = 1
export CORE_UTILIZATION = 40
export SYNTH_HDL_FRONTEND = slang
File: flow/constraint.sdc
current_design mem_block

set clk_period 3.6
set clk_io_pct 0.2

create_clock -name clk0 -period $clk_period [get_ports {clk}]

set non_clock_inputs [all_inputs -no_clocks]
set_input_delay [expr $clk_period * $clk_io_pct] -clock clk0 $non_clock_inputs
set_output_delay [expr $clk_period * $clk_io_pct] -clock clk0 [all_outputs]
File: flow/design.v
module mem_block
	# (
		parameter DATA_WIDTH = 8,
		parameter DEPTH = 32,
        parameter ADDR_WIDTH = $clog2(DEPTH),
		parameter RESET_VAL = 'h00
	)
	(
	 input clk,                         
	 input reset,                       
	 input [ADDR_WIDTH-1:0] addr,       
	 input wr,                          
	 input [DATA_WIDTH-1:0] wdata,      
	 input sel,                         
	 input enable,                      
	 output wire ready,                 
	 output wire [DATA_WIDTH-1:0] rdata  
	 );
	 reg [DATA_WIDTH-1:0] mem_block [DEPTH];   
	 reg next_state;  
	 reg curr_state;  
	 reg [DATA_WIDTH-1:0] rdata_reg;  
	 localparam IDLE = 0, ACCESS_PHASE = 1;
	 always @ (posedge clk or posedge reset) begin
		if (reset) begin
			curr_state <= IDLE;  
			mem_block  <= '{default: RESET_VAL};  
		end else begin
			curr_state <= next_state;
		end
	 end
	 always @ (*) begin  
		next_state = curr_state;
		rdata_reg = {DATA_WIDTH{1'b0}};
		case (curr_state)
			IDLE: begin
				if (sel == 1'b1) begin
					next_state = ACCESS_PHASE;
				end
			end
			ACCESS_PHASE: begin
				if (enable == 1'b1) begin
					if (wr == 1'b1) begin
						mem_block[addr] = wdata;
					end else begin
						rdata_reg = mem_block[addr];
					end
					next_state = IDLE;
				end  
			end
		endcase
	 end
	assign ready = (curr_state == ACCESS_PHASE) ? 1'b1 : 1'b0;  
	assign rdata = rdata_reg;
endmodule
File: flow/run.sh
#!/bin/bash
# OpenROAD 26Q1-2900-gdf79404cd8, Yosys 0.63+post, stock flow scripts
make -C /OpenROAD-flow-scripts/flow DESIGN_CONFIG=/design/flow/config.mk WORK_HOME=/design/flow/orfs finish
==> results.toml <==
# generated from flow reports
[status]
status = "complete, but fails checks"
violations = "setup timing"

[clock_network]
cts.clk_slew.worst_paths_ns = 0
hold_buffers = 0
insertion_delay_ns = 0

[die]
die_w_um = 128
initCoreUtil_pct = 41.2
ios = 27
dieArea_um2 = 16300
die_y_um = 128
rows = 45
placeableCoreArea_um2 = 15300

[yosys]
synthSimpleGateAreaFrac_pct = 7.88
ys_sh_mux_pct = 20.5
ys_sh_adder_pct = 0
top_logic_kind = "multiplexers"
aoi_share_pct = 7.14
synth_chip_area_um2 = 6310
synthDistinctLibCells = 26
ys_sh_xor_pct = 0
synth_area_um2 = 6310
ys_cells = 585
ys.flops = 257
syn_avg_cell_area_um2 = 10.8
syn_inst = 585
yosys_warnings = 0

[worst_setup_path]
startpoint_type = "input port"
reg2reg_depth = 1
cp.arrival_ns = 2.91
r2r-end = "curr_state"
crit_family = "buffers and inverters"
cp_slowest_cell = "or4b_4"
worstReg2RegStart = "curr_state"
crit_fanout = 11
r2r_slack_ns = 2.92
worstPathCellList = "clkdlybuf4s50_1, buf_6, or4b_4, o22ai_2, nor4_4, a31oi_1, clkdlybuf4s50_1"
cpPeakStageDelay_ns = 0.56
crit_start = "addr[2]"
worstSetupPathType = "in2out"
cp-end-kind = "output pin"
cp_num_buf_inv = 3
required_ns = 2.88
cpMostUsedCell = "clkdlybuf4s50_1"

[drt]
wl_um = 15300
wl_per_cell_um = 18.2
num_vias = 4338
dr.pass1.iters = 4
drtIter0Drc = 175
route.detailed.drc = 0
n_antenna_cell = 0
ant_nets = 0
via_per_inst = 5.18

[final_timing]
fin_crit_ns = 3.63
finalClockSkew_ns = 0
slew_headroom_pct = 42.1
fin_crit_sh_pct = 101
hold_slack_ns = 0.546
finalSetupViolations = 2
max_freq_ghz = 0.275
rsz0062_at_grt = "true"
untimed_endpoints = 256
finalWorstSetupSlack_ns = -0.0327
finalMaxSlewViolations = 0
unclocked_regs = 256
tightest_slew_ns = 0.862
hold_viol = 0

[grt]
grt-ovfl-total = 0
grt_pass1_wl_um = 23700
grt_pass1_vias = 4066
track_usage_pct = 19.8
antenna_found_initial = 0
grt_max_degree = 36

[run]
drv_cap = 0
tool_warnings = 30

[worst_hold_path]
hold_end = "curr_state"
holdPathStages = 1
hold_path.class = "reg2reg"
hp-start = "curr_state"

[cells_and_area]
final_area_um2 = 7560
synthToLayoutAreaGrowth_pct = 19.9
drive_gt1_share_pct = 16.9
fin_cells = 837
fill_cells = 1368

[power]
totalPowerFinal_mw = 0.381
power_leakage_nw = 3.57
power.density_nw_per_um2 = 50.4
ir_drop_uv = 58.7

[placed_design]
hpwl_um = 10800
placed_cells = 823
port_buffers = 26
finalWeightedCongestion = 0.877
placed_cell_area_um2 = 7010
report_power, final:
group          internal (mW)  switching (mW)
combinational          0.143           0.180
sequential            0.0560         0.00176
clock                      0               0
total                  0.199           0.182
flip-flops by register name, summed over array words and instances (netlist names):
signal      flops
mem_block     256
curr_state      1
kinds of logic after synthesis:
| group | count (synthesis) |
|---|---|
| AOI/OAI and AO/OA | 72 |
| buffers and inverters | 38 |
| DFF | 1 |
| latches | 256 |
| muxes | 129 |
| and+or+nand+nor | 89 |
worst max-delay path by stage:
stage	end	depth (start not counted)	slack [ns]
5_1_grt	rdata[6]	7	-0.10
4_1_cts	rdata[2]	7	-0.03
6_report	rdata[6]	7	-0.03
metrics by stage:
| step | setup slack (ns) | util (%) | TNS (ns) |
|---|---|---|---|
| 6_report | -0.0327 | 49.4 | -0.0363 |
| 5_1_grt | -0.102 | 49.4 | -0.214 |
| 4_1_cts | -0.0277 | 48.3 | -0.0905 |
| 3_5_place_dp | -0.266 | 45.7 | -1.64 |
| 3_3_place_gp | -0.343 | 45.7 | -1.84 |
| 2_1_floorplan | 1.06 | - | 0 |
what timing repair did:
item                                    in CTS  in global routing
pin swaps                                   19                 11
setup buffers                                1                 12
cloned                                       1                  0
endpoints found under the setup margin       8                  7
hold endpoints to repair                     0                  0
resized                                     62                 16
cell usage in the layout (no fill, tap or decap), drive strengths merged, types with 2 or more instances in the layout:
| cell type | n |
|---|---|
| a31oi | 8 |
| inv | 2 |
| nor3 | 4 |
| nand4bb | 5 |
| mux2i | 129 |
| nand2 | 3 |
| o22ai | 64 |
| nand4b | 4 |
| or3b | 3 |
| or4b | 4 |
| dlymetal6s2s | 4 |
| buf | 51 |
| nor4 | 8 |
| clkdlybuf4s50 | 17 |
| dlygate4sd2 | 3 |
| dlxtp | 256 |
| nor2 | 46 |
| or3 | 2 |
| nand3 | 3 |
| nand3b | 3 |
layer usage:
layer / vias up / global-route usage, % / routed length (µm)
li1: 2149 / - / -
met5: - / 0 / 0
met4: 0 / 2.15 / 146
met1: 2113 / 30.2 / 7290
met3: 8 / 1.02 / 413
met2: 68 / 33.5 / 7420
synth_stat cells:
cell       number  area (µm²)
dlxtp_1       256        3840
mux2i_1       129        1290
o22ai_1        64         400
nor2_1         46         173
buf_2          25         125
a31oi_1         8        50.1
nor4_1          8        50.1
clkbuf_1        7        26.3
nand4bb_1       5        56.3
nand4b_1        4        35.0
nor3_1          4        20.0
buf_6           3        33.8
nand2_1         3        11.3
nand3_1         3        15.0
nand3b_1        3        22.5
or3b_2          3        26.3
or4b_1          3        30.0
inv_1           2        7.51
or3_1           2        12.5
and3_1          1        6.26
buf_4           1        7.51
dfrtp_1         1        25.0
nand4_1         1        6.26
or4_1           1        7.51
or4b_4          1        13.8
or4bb_1         1        11.3
layout make-up:
class	instances	area, µm²	share of cell area (%)
Sequential cell	257	3870	51.2
Multi-Input combinational cell	290	2650	35.0
Timing Repair Buffer	77	773	10.2
Inverter	2	7.51	0.0993
Tap cell	211	264	3.49
